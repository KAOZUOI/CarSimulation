==> /design/flow/design.v <==
module timer(input clk, input rst, input power_on_in, output reg power_on);
    reg [19:0] D;
    always @(posedge clk, negedge rst) begin
        if(!rst)
            D <= 20'b0000_0000_0000_0000_0000;
        else
            D <= {power_on_in, D[19:1]};
    end
    always @(D) begin
        if(D == 20'b1111_1111_1111_1111_1111)
          power_on = 1'b1;
        else
          power_on = 1'b0;
    end
endmodule
==> /design/flow/run.sh <==
#!/bin/bash
# OpenROAD 26Q1-2900-gdf79404cd8, Yosys 0.63+post, stock flow scripts
make -C /OpenROAD-flow-scripts/flow DESIGN_CONFIG=/design/flow/config.mk WORK_HOME=/design/flow/orfs finish
==> /design/flow/config.mk <==
export PLATFORM = sky130hd
export DESIGN_NAME = timer
export DESIGN_NICKNAME = timer
export VERILOG_FILES = /design/flow/design.v
export SDC_FILE = /design/flow/constraint.sdc
export NUM_CORES = 4
export LEC_CHECK = 1
export CORE_AREA = 10 10 70 70
export DIE_AREA = 0 0 80 80
==> /design/flow/constraint.sdc <==
current_design timer

set clk_period 1.6
set clk_io_pct 0.2

create_clock -name clk0 -period $clk_period [get_ports {clk}]

set non_clock_inputs [all_inputs -no_clocks]
set_input_delay [expr $clk_period * $clk_io_pct] -clock clk0 $non_clock_inputs
set_output_delay [expr $clk_period * $clk_io_pct] -clock clk0 [all_outputs]
==> flow_summary.yaml <==
# physical design summary
logic_synthesis:
  synthDistinctLibCells: 4
  synth_flop_count: 20
  ys_area_um2: 548.0
  yosysWarningCount: 1
  mappedNetlistArea_um2: 548.0
  share_of_the_yosys_chip_area_belonging_to_registers_pct: 91.32
  ys_cells: 27
  avgSynthCellArea_um2: 20.30
  synthCells: 27
timing:
  drv_slew: 0
  clock_skew_ps: 7.603
  worstMarginPinSlew_ps: 251.1
  timing.slew.headroom_pct: 83.26
  setup_violations: 1
  final_hold_viol_count: 0
  finalCritPeriodShare_pct: 104.9
  max_freq_ghz: 0.5957
  setup_repair_after_global_routing_missed_its_margin: "yes"
  layout_min_cycle_time_ps: 1679
  worst_setup_margin_ps: -78.74
clock_tree:
  clkLatencyLatePin_ps: 290
  cts_buffers: 3
  numClockSinks: 20
  clk_pin_slew_ps: 100
  cts_tree: "yes"
  htreeDepth: 1
  postCtsHoldBufs: 0
  cts_max_path_buffers: 2
  cts.root.buffer_cell: "sky130_fd_sc_hd__clkbuf_4"
worst_setup_path:
  setup_cp_type: "register to output port"
  worstSetupStartpointType: "register"
  worst_r2r_path_depth: 2
  endpoint_kind: "output port"
  r2r_slack_ps: 870
  critPathArrivalTime_ps: 1360
  worst-endpoint-required_ps: 1280
  path_max_fanout: 2
cells_and_area:
  largest_reg_flops: 20
  layout.filler_cells: 365
  most_frequently_placed_logic_cell_in_the_final_layout: "sky130_fd_sc_hd__dfrtp_1"
  utilization_pct: 20.55
  max_flop_register: "D"
  area_growth_syn_to_layout_pct: 28.08
  layout_top_cells_excl_fill_tap: "20 x sky130_fd_sc_hd__dfrtp_1, 5 x sky130_fd_sc_hd__nand4_1, 5 x sky130_fd_sc_hd__buf_4"
  largestRegisters: "D: 20 flops"
  postLayoutCellArea_um2: 701.9
  final_non_filler_cells: 84
  final_layout_size_suffix_gt1_share_pct: 28.95
power:
  p_leak_nw: 0.3037
  share_clk_of_total_power_pct: 27.6
  internal_power_mw: 0.6313
  sw_frac_of_total_pct: 19.87
  powerDensity_mw_per_mm2: 1122
  share_comb_of_total_power_pct: 3.3
  switchingPower_mw: 0.1566
  irDropWorstVdd_v: 0.0003265
  p_seq_share_pct: 69.1
route:
  detailedRoute.firstIterationViolations: 22
  insertedDiodeCount: 0
  route.detailed.drc: 0
  dr.pass1.iters: 2
  route.antenna.remaining_nets: 0
  routed_wirelength_um: 784
  detail_route.wl_per_cell_um: 9.333
  post_drt_via_cell_ratio: 3.048
  routed_vias: 256
outcome:
  status: "finished, violations left"
  violated_checks: "setup timing"
placed_design:
  numPortBuffers: 3
  hpwl_detailed_um: 480.9
  dpl_cell_area_um2: 650.6
  count_of_placed_standard_cells_including_taps: 78
  gp_congestion: 0.7621
die:
  pin_count: 4
  core_mm2: 0.003416
  floorplan.initialDensity_pct: 16.04
  die.size.x_um: 80
  rows: 21
  chipHeight_um: 80
  chip_area_mm2: 0.006400
global_route:
  grt_pass1_wl_um: 1248
  grt_util_all_layers_pct: 2.479
  vias_in_the_first_global_route: 248
  antenna_found_initial: 0
  grt_overflow: 0
  maximum_number_of_pins_on_one_net_before_global_route_repair: 21
worst_hold_path:
  hp-class: "input port to asynchronous set/reset pin"
run:
  warning_count: 27
  drv_cap: 0
[metal layers]
layer / global-route usage (%) / vias up / wire length (um)
li1: - / 122 / -
met1: 4.222 / 125 / 429
met2: 2.087 / 7 / 251
met3: 2.045 / 2 / 95
met4: 0.1761 / 0 / 8
met5: 0 / - / 0
[kinds of logic (layout without fill, tap and decap cells)]
| family | count (synthesis) | after routing | synth area share (%) |
|---|---|---|---|
| buf+inv | 0 | 11 | 0 |
| simple gates | 7 | 7 | 8.677 |
| flops | 20 | 20 | 91.32 |
[path summary, 6_finish.rpt]
kind	from	to
max in group asynchronous	rst	D[2]
min in group clk0	D[2]	D[1]
min reg2reg	D[2]	D[1]
max	D[3]	power_on
min	rst	D[6]
max reg2reg	D[18]	D[17]
[what timing repair did]
| item | in CTS | in global routing |
|---|---|---|
| pin swaps | 4 | 1 |
| endpoints found under the setup margin | 1 | 1 |
| gates cloned | 0 | 0 |
| gates resized | 3 | 2 |
| buffers inserted | 2 | 1 |
[power by group through the flow]
stage	registers, mW	logic, mW	clock network [mW]
4_1_cts	0.544	0.0240	0.229
5_1_grt	0.548	0.0290	0.250
6_report	0.544	0.0261	0.218
[synthesized netlist by cell type]
library cell | count | area [um2]
sky130_fd_sc_hd__dfrtp_1 | 20 | 500.5
sky130_fd_sc_hd__nand4_1 | 5 | 31.28
sky130_fd_sc_hd__nor3_2 | 1 | 10.01
sky130_fd_sc_hd__or3_1 | 1 | 6.260
[layout make-up]
cell class                 count  area (um2)  share of cell area (%)
sequential                    20       500.5                   71.30
timing repair buffer           8       62.56                   8.913
multi-input combinational      7       58.81                   8.378
tap                           46       57.56                   8.200
clock buffer                   3       22.52                   3.209
[worst max-delay path, cell delays in order (launching register included)]
cell                      delay (ps)
sky130_fd_sc_hd__dfrtp_1         360
sky130_fd_sc_hd__nand4_1         100
sky130_fd_sc_hd__or3_4           390
sky130_fd_sc_hd__nor3_4          100
sky130_fd_sc_hd__buf_2           110
[stage by stage]
| stage | setup TNS [ps] | power, mW | hold WS (ps) | worst slack, ps |
|---|---|---|---|---|
| final | -78.74 | 0.7878 | 359.8 | -78.74 |
| after global routing | -185.1 | 0.8268 | 369.7 | -185.1 |
| after CTS | -87.28 | 0.7973 | 356.5 | -87.28 |
| after detailed placement | -212.7 | 0.5737 | 362.5 | -212.7 |
| after global placement | -186.2 | 0.5732 | 359.3 | -186.2 |
| after floorplan | 0 | 0.5517 | 24.41 | 376.8 |
No activity file was given, so power comes from the tool's default toggle rates.
