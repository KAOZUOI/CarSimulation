==> /design/flow/design.v <==
module divider_100ns(input clk, input rst, output reg divided_clk);
    parameter T = 50;
    reg [5:0] counter;
  always @(posedge clk, negedge rst) begin
    if (!rst)begin
        divided_clk <= 1'b0;
        counter <= 1'b0;
    end
    else
        if(counter == ((T >> 1) - 1))begin
            divided_clk <= ~divided_clk;
            counter <= 1'b0;
        end
        else begin
            counter <= counter + 1'd1;
        end
  end
endmodule
==> /design/flow/run.sh <==
#!/bin/bash
# OpenROAD 26Q1-2900-gdf79404cd8, Yosys 0.63+post, stock flow scripts
make -C /OpenROAD-flow-scripts/flow DESIGN_CONFIG=/design/flow/config.mk WORK_HOME=/design/flow/orfs finish
==> /design/flow/config.mk <==
export PLATFORM = sky130hd
export DESIGN_NAME = divider_100ns
export DESIGN_NICKNAME = divider_100ns
export VERILOG_FILES = /design/flow/design.v
export SDC_FILE = /design/flow/constraint.sdc
export NUM_CORES = 4
export LEC_CHECK = 1
export CORE_AREA = 10 10 70 70
export DIE_AREA = 0 0 80 80
==> /design/flow/constraint.sdc <==
current_design divider_100ns

set clk_period 1.7
set clk_io_pct 0.2

create_clock -name clk0 -period $clk_period [get_ports {clk}]

set non_clock_inputs [all_inputs -no_clocks]
set_input_delay [expr $clk_period * $clk_io_pct] -clock clk0 $non_clock_inputs
set_output_delay [expr $clk_period * $clk_io_pct] -clock clk0 [all_outputs]
==> reports/qor.rpt <==
=================================================================================
Avg Vias per Cell                                                           2.558
Proportion of power drawn by flip-flops and latches                         0.528
Leading post-synthesis cells by instance count                       7 x sky130_fd_sc_hd__dfrtp_1, 5 x sky130_fd_sc_hd__nor2_1, 4 x sky130_fd_sc_hd__xor2_1
Number of pins with negative max-slew slack in the final report                 0
Kind of start point of the critical path                                flip-flop
Area of the core                                                        3416 um^2
Count of cells along the worst register-to-register path                        4
Most instantiated library cell after synthesis                       sky130_fd_sc_hd__dfrtp_1
Combinational family with the most area after synthesis              simple AND/OR/NAND/NOR gates
CP endpoint kind                                                     primary output
I/O pin total                                                                   3
Adder Area Share                                                          0.08065
Setup total negative slack                                                   0 ns
RSZ-0062 raised after global routing                                           no
Reg-to-reg startpoint                                                counter[0]$_DFF_PN0_
Total via count after detailed routing                                        197
Chip Width                                                                  80 um
Run status                                                           complete, no violations
Launching instance or port of the critical path                      divided_clk$_DFFE_PN0N_
Internal portion of total power                                       0.0002582 W
Routability congestion estimate                                            0.6789
Worst-case vdd ir drop                                                  0.2175 mV
Crit-path leading delay family                                       buffers and inverters
Relative contribution of combinational cells to total power                 0.016
XOR/XNOR Area Share                                                        0.1411
Required time of the critical path                                        1.36 ns
Fraction of power consumed by the clock network                             0.456
Average footprint of a synthesized cell                                12.41 um^2
Chip Footprint                                                          6400 um^2
GRT Util Overall                                                          0.01792
Total standard cell area after synthesis                               310.3 um^2
Maximum level of the CTS H-tree                                                 1
Average routed wire per standard cell                                    6.584 um
Power density over the cells                                         763.5 nW/um^2
#FFs+latches synth                                                              7
Slew of the pin with the lowest slew margin                             0.3789 ns
Tool warnings                                                                  26
Reported leakage power                                                  0.1819 nW
Number of port buffers                                                          2
PostCTS Resize Cnt                                                              0
Post-synth top flop                                                  sky130_fd_sc_hd__dfrtp_1
Maximum cell stage delay along the critical path                          0.47 ns
Critical-path top delay cell                                         sky130_fd_sc_hd__clkdlybuf4s50_1
DR iter-0 viols                                                                 2
Root Driver                                                          sky130_fd_sc_hd__clkbuf_4
Relative max-transition margin                                             0.7463
Maximum buffer depth of the clock tree                                          2
Remaining antenna violation count                                               0
Setup slack of the worst register-to-register path                        0.51 ns
Overall overflow remaining after global route                                   0
Fraction of the yosys area taken by sequential cells                       0.5645
Maximum fanout encountered on the critical timing path                          2
Fraction of power spent switching nets                                     0.1835
Clock skew                                                            0.006587 ns
Sequence of cells on the critical path                               clkdlybuf4s50_1
Vias in the first global route                                                207
Maximum frequency from static timing analysis                           705.4 MHz
Number of cells on the critical path                                            1
Yosys cell count                                                               25
Final-layout fill cell count                                                  400
Total setup violations reported at the end of the flow                          0
DR pass1 iterations                                                             2
Sequential Area                                                        175.2 um^2
Switching component of the power                                     0.00005803 W
Post-synthesis simple-gate area fraction                                   0.1895
First-pass GRT wire length                                                 903 um
Number of library cell types mapped by synthesis                                9
Final antenna diode count                                                       0
Final hold violation count                                                      0
CTS tree                                                                    built
Most area-consuming cells after synthesis                            sky130_fd_sc_hd__dfrtp_1 56%, sky130_fd_sc_hd__xor2_1 11%, sky130_fd_sc_hd__ha_1 8.1%
Final min period                                                         1.418 ns
Count of clock tree sinks                                                       7
Area of all placed cells without fillers                               414.1 um^2
Placed cell areas                                                      387.9 um^2
Logic cell area                                                        127.6 um^2
Yosys stat chip area                                                   310.3 um^2
Number of CTS-inserted buffers                                                  3
Post-synthesis mux area share                                                   0
Number of buffers and inverters on the critical path                            1
Async set or reset register ratio after synthesis                           1.000
Worst r2r dst                                                        divided_clk$_DFFE_PN0N_
Share of layout cells above drive strength 1                               0.1613
Yosys top cell by area                                               sky130_fd_sc_hd__dfrtp_1
Post-synthesis to final-layout area growth                                 33.47%
Die Ht                                                                      80 um
Start-to-end type of the worst setup path                              reg -> out
Site Rows                                                                      21
Type of the tightest min-delay check                                  in -> async
Maximum number of pins on one net before global-route repair                    8
Warning count from the yosys run                                                1
Clock slew seen by the registers of the worst setup and hold paths        0.05 ns
Final worst path period share                                              0.8339
Buffers inserted during post-CTS setup optimization                             0
Top-area cell type share of the netlist area                               0.5645
Final routed wirelength across all metal layers                            507 um
Effective utilization at floorplan                                        0.09084
Cts hold-fix bufs                                                               0
Max-Cap Viols                                                                   0
Arrival time worst endpoint                                               1.08 ns
Complex Gates by Area                                                           0
Clk Latency, worst-skew pair                                              0.24 ns
Count of flip-flops with a built-in enable after synthesis                      0
Number of antenna violations at the first check in global routing               0
Synthesized instance count                                                     25
Total DRC errors in the routed layout                                           0
=================================================================================
==> power groups by stage <==
stage / combinational (W) / sequential (W) / clock, W
after CTS: 0.00000538 / 0.000167 / 0.000152
after global routing: 0.00000598 / 0.000167 / 0.000164
final: 0.00000507 / 0.000167 / 0.000144
==> cells in the final DEF (no fill, tap or decap) <==
cell type,Yosys,routed
sky130_fd_sc_hd__nand3_1,2,2
sky130_fd_sc_hd__ha_1,2,2
sky130_fd_sc_hd__nand2_2,1,1
sky130_fd_sc_hd__xor2_1,4,4
sky130_fd_sc_hd__clkbuf_4,0,3
sky130_fd_sc_hd__xnor2_1,1,1
sky130_fd_sc_hd__nor2_1,5,5
sky130_fd_sc_hd__dfrtp_1,7,7
sky130_fd_sc_hd__clkbuf_1,0,1
sky130_fd_sc_hd__inv_1,2,2
sky130_fd_sc_hd__clkdlybuf4s50_1,0,2
sky130_fd_sc_hd__nor4b_4,1,1
==> cell type report <==
class	count	share of cell area
clock buffers	4	0.06344
inverters	2	0.01813
multi-input cells	16	0.3082
flip-flops and latches	7	0.4230
well taps	46	0.1390
repair buffers	2	0.04834
==> sequential cells by signal, summed over array words and instances, names as in the netlist <==
name / cells
counter: 6
divided_clk: 1
==> through the flow <==
stage	cells	setup WS, ns	util	hold slack [ns]	total power [W]
finish	77	0.2823	0.1212	0.3508	0.0003162
global route	77	0.2212	0.1212	0.3723	0.0003365
CTS	77	0.2573	0.1212	0.3538	0.0003243
detailed placement	73	0.5308	0.1136	0.4743	0.0001750
global placement	73	0.5371	0.1136	0.4578	0.0001750
floorplan	25	0.6213	-	0.04441	0.0001697
==> worst max-delay path by stage <==
| stage | endpoint | slack [ns] |
|---|---|---|
| CTS | divided_clk | 0.26 |
| finish | divided_clk | 0.28 |
| global route | divided_clk | 0.22 |
==> logic make-up (layout without fill, tap and decap cells) <==
logic type / Yosys count / in the layout
xor+xnor: 5 / 5
simple gates: 9 / 9
buf+inv: 2 / 8
fa+ha+maj: 2 / 2
flops: 7 / 7
==> layer usage <==
layer  track usage  wire, um  vias up  part of all wire
met1       0.02224       246       99              0.49
met4      0.008803        18        0             0.036
met2       0.02327       213        2              0.42
met3       0.01136        28        2             0.055
li1              -         -       94                 -
met5             0         0        -                 0
Power figures rest on the tool's default switching activity, not on a simulated workload.
